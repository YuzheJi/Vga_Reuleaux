File: ./config.mk
export PLATFORM = sky130hd
export DESIGN_NAME = circle_t4
export DESIGN_NICKNAME = circle_t4
export VERILOG_FILES = /design/flow/design.v
export SDC_FILE = /design/flow/constraint.sdc
export NUM_CORES = 4
export LEC_CHECK = 1
export CORE_UTILIZATION = 50
File: ./constraint.sdc
current_design circle_t4

set clk_period 6.1
set clk_io_pct 0.2

create_clock -name clk0 -period $clk_period [get_ports {clk}]

set non_clock_inputs [all_inputs -no_clocks]
set_input_delay [expr $clk_period * $clk_io_pct] -clock clk0 $non_clock_inputs
set_output_delay [expr $clk_period * $clk_io_pct] -clock clk0 [all_outputs]
File: ./design.v
module circle_t4(input logic clk, input logic rst_n, input logic [2:0] colour,
              input logic [7:0] centre_x, input logic [7:0] centre_y, input logic [7:0] radius,
              input logic start, output logic finished,
              output logic [7:0] vga_x, output logic [6:0] vga_y,
              output logic [2:0] vga_colour, output logic vga_plot);
assign vga_colour = colour;
logic [7:0] offset_x;
logic [7:0] offset_y;
logic [8:0] crit;
logic count_enable;
logic rst_n_counter;
logic done;
always_ff@(posedge clk) begin
     if (rst_n_counter == 1'b0 || rst_n == 1'b0)begin
          offset_y <= 8'b0;
          offset_x <= radius;
          crit <= 1 - radius;
     end
     else if(count_enable == 1'b1) begin
          offset_y <= offset_y + 1;
          if(crit[8] == 1'b1 || crit == 8'b0) begin
               crit <= crit + 2 * offset_y + 2 + 1;
          end
          else begin
               offset_x <= offset_x - 1;
               crit <= crit + 2*(offset_y - offset_x + 2) + 1;
          end
     end    
end
assign finished = (offset_y <= offset_x)? 1'b0: 1'b1;
logic [3:0] pstate;
logic [3:0] nstate;
always_ff@(posedge clk) begin
     if (rst_n == 1'b0) pstate <= 4'b0000;
     else pstate <= nstate;
end
always_comb begin 
     case(pstate)
     4'b0000: begin
          if(finished == 1'b1) nstate = 4'b1010;
          else if ({start, finished} == 2'b10) nstate = 4'b0001;
          else nstate = 4'b0000;
     end
     4'b0001: begin
          if ({start, finished} == 2'b10) nstate = 4'b0010;
          else nstate = 4'b0001;
     end
     4'b0010: begin
          if ({start, finished} == 2'b10) nstate = 4'b0011;
          else nstate = 4'b0010;
     end
     4'b0011: begin
          if ({start, finished} == 2'b10) nstate = 4'b0100;
          else nstate = 4'b0011;
     end
     4'b0100: begin
          if ({start, finished} == 2'b10) nstate = 4'b0101;
          else nstate = 4'b0100;
     end
     4'b0101: begin
          if ({start, finished} == 2'b10) nstate = 4'b0110;
          else nstate = 4'b0101;
     end
     4'b0110: begin
          if ({start, finished} == 2'b10) nstate = 4'b0111;
          else nstate = 4'b0110;
     end
     4'b0111: begin
          if ({start, finished} == 2'b10) nstate = 4'b0000;
          else nstate = 4'b0111;
     end
     4'b1010: begin
          if(start == 1'b0) nstate = 4'b0000;
          else nstate = 4'b1010;
     end
     default: nstate = 4'bx;
     endcase
end
always_comb begin
     case(pstate)
     4'b0000: begin
          count_enable = 1'b0;
          done = 1'b0;
          vga_plot = finished? 1'b0:1'b1;
          vga_x = centre_x + offset_x; 
          vga_y = centre_y + offset_y; 
          if (finished == 1'b1 || start == 1'b0) vga_plot = 1'b0;
          else if (centre_x + offset_x > 159 || centre_y + offset_y >119) vga_plot = 1'b0;
          else vga_plot = 1'b1;
          if(finished == 1'b1) rst_n_counter = 1'b0;
          else rst_n_counter = 1'b1;
     end
     4'b0001: begin
          count_enable = 1'b0; rst_n_counter = 1'b1;
          done = 1'b0;
          vga_x = centre_x + offset_y; 
          vga_y = centre_y + offset_x; 
          if (centre_x + offset_y > 159 || centre_y + offset_x >119) vga_plot = 1'b0;
          else vga_plot = 1'b1;
     end
     4'b0010: begin
          count_enable = 1'b0; vga_plot = 1'b1; rst_n_counter = 1'b1;
          done = 1'b0;
          vga_x = centre_x - offset_x; 
          vga_y = centre_y + offset_y; 
          if (offset_x > centre_x || centre_y + offset_y >119) vga_plot = 1'b0;
          else vga_plot = 1'b1;
     end
     4'b0011: begin
          count_enable = 1'b0; vga_plot = 1'b1; rst_n_counter = 1'b1;
          done = 1'b0;
          vga_x = centre_x - offset_y; 
          vga_y = centre_y + offset_x; 
          if (offset_y > centre_x || centre_y + offset_x >119) vga_plot = 1'b0;
          else vga_plot = 1'b1;
     end
     4'b0100: begin
          count_enable = 1'b0; vga_plot = 1'b1; rst_n_counter = 1'b1;
          done = 1'b0;
          vga_x = centre_x - offset_x; 
          vga_y = centre_y - offset_y; 
          if (offset_x > centre_x || offset_y > centre_y) vga_plot = 1'b0;
          else vga_plot = 1'b1;
     end
     4'b0101: begin
          count_enable = 1'b0; vga_plot = 1'b1; rst_n_counter = 1'b1;
          done = 1'b0;
          vga_x = centre_x - offset_y; 
          vga_y = centre_y - offset_x; 
          if (offset_y > centre_x || offset_x > centre_y) vga_plot = 1'b0;
          else vga_plot = 1'b1;
     end
     4'b0110: begin
          count_enable = 1'b0; vga_plot = 1'b1; rst_n_counter = 1'b1;
          done = 1'b0;
          vga_x = centre_x + offset_x; 
          vga_y = centre_y - offset_y; 
          if (centre_x + offset_x > 159 || offset_y > centre_y) vga_plot = 1'b0;
          else vga_plot = 1'b1;
     end
     4'b0111: begin
          count_enable = 1'b1; vga_plot = 1'b1; rst_n_counter = 1'b1;
          done = 1'b0;
          vga_x = centre_x + offset_y; 
          vga_y = centre_y - offset_x; 
          if (centre_x + offset_y > 159 || offset_x > centre_y) vga_plot = 1'b0;
          else vga_plot = 1'b1;
     end
     4'b1010: begin
          count_enable = 1'b0; vga_plot = 1'b0; rst_n_counter = 1'b1;
          done = 1'b1;
          vga_x = 8'bx; 
          vga_y = 7'bx; 
     end
     default: begin
          count_enable = 1'b0; vga_plot = 1'b0; rst_n_counter = 1'b1;
          done = 1'b0;
          vga_x = 8'bx; 
          vga_y = 7'bx;
     end
     endcase
end
endmodule
File: ./run.sh
#!/bin/bash
# OpenROAD 26Q1-2900-gdf79404cd8, Yosys 0.63+post, stock flow scripts
make -C /OpenROAD-flow-scripts/flow DESIGN_CONFIG=/design/flow/config.mk WORK_HOME=/design/flow/orfs finish
==> flow_summary.toml <==
# synthesis and place-and-route metrics
[outcome]
outcome = "finished clean"

[drt]
num_antenna_cells = 0
routed_wl_um = 17500
post_drt_wl_per_cell_um = 19.0
dr.pass1.iters = 26
drt-vias-per-instance = 6.01
via_count = 5521
drtIter0Drc = 322
drc = 0
postRouteAntennaNets = 0

[logic_synthesis]
netlist_area_um2 = 6020
yosys_warnings = 1
synth_flops = 34
yosys_area_um2 = 6020
syn_avg_cell_area_um2 = 8.19
ys_seq_share_pct = 14.1
synth_cell_types = 81
async_flop_share_pct = 0
ys.flop_type = "edfxtp_1"
edf_count = 17
yosysCellCount = 735
synthCells = 735

[critical_path]
r2r_start = "offset_x[1]"
required_ps = 4880
crit_arrival_ps = 4190
r2r-end = "crit[8]"
endpoint_kind = "output pin"
path_class = "in -> out"
critPathLaunchType = "primary input"
r2r_cells = 14
crit_fanout = 7
r2r_slack_ps = 2200

[finish]
syn_to_final_growth_pct = 12.1
fin_util_pct = 58.4
fillers = 1035
drive_gt1_share_pct = 5.80

[final_timing]
tns_ps = 0
fmax_ghz = 0.185
slew_headroom_pct = 42.0
rsz0062_at_grt = "no"
fin_skew_ps = 4.36
final-setup-viol-count = 0
post-route-min-period_ps = 5410
worstMarginPinSlew_ps = 870
finalClockPeriodUsage_pct = 88.8
drv_slew = 0
hold_viol = 0

[clock_tree]
cts_inserted_buffers = 5
clk_root_buffer_cell = "clkbuf_16"
clock-sinks = 34
cts.repair.resized = 0
clock_latency_ps = 280
htreeDepth = 2
cts_tree = "done"
clockBufferDepth = 2
hold_buffers = 0
cts_setup_buffers = 0
path_clk_slew_ps = 60

[floorplanning]
die-width_um = 112
fp-utilization_pct = 52.1
boundaryPins = 50
rows = 39
die_y_um = 112
die-area_um2 = 12500
coreArea_um2 = 11600

[global_route]
grt_overflow = 0
grt_pass1_vias = 5270
antenna_found_initial = 0
grt_max_degree = 40
grt_pass1_wl_um = 28300
grt_use_total_pct = 30.0

[placement]
portBuffers = 43
place.gp.congestion = 0.978
dp_hpwl_um = 14000

[run]
max_cap_viol_count = 0
warnings = 69

[worst_hold_path]
min_to = "pstate[0]"
hp-class = "reg -> reg"
hold_depth = 2
hp-start = "pstate[3]"

[pwr]
power_frac_comb_pct = 50.0
leakage_nw = 3.04
p_per_area_nw_per_um2 = 167
vdd_drop_max_v = 0.000151
intPower_uw = 713
seqPwrFrac_pct = 25.7
switchingPower_uw = 417
swShare_pct = 36.9
clockPowerShare_pct = 24.2
-- worst max-delay path, stage by stage --
cell             delay, ps
clkdlybuf4s50_1        650
inv_1                  220
fa_1                   440
o21bai_1               150
a21oi_1                110
o311a_1                290
o22a_1                 230
o21ai_0                180
a221o_1                180
nand4_1                 90
clkdlybuf4s50_1        420
-- layout by cell type (no fill, tap or decap), types with 4 or more instances in the layout --
cell type          n
fa_1              14
mux2i_1           13
o21ai_1            8
o31ai_1            4
o21bai_1          10
or3_1              7
edfxtp_1          17
a22oi_1            8
o21a_1             5
nor3_1            26
xor2_1            16
o22ai_1            6
a31oi_1            5
xnor2_1           42
or2_2              8
clkdlybuf4s50_1   43
buf_4              6
nand2_1           37
o221ai_1           7
dfxtp_1           17
clkbuf_16          6
inv_1             79
nor2b_1           10
a21oi_1           53
and3_1             8
o21ai_0           43
a211oi_1           5
nor2_1            57
nand4_1            7
nand3_1            8
nor4_1             5
ha_1             118
a21o_1            15
-- logic make-up (layout without fill, tap and decap cells) --
logic type / Yosys count / after routing / synth area share (%)
xor gates and xnor gates: 58 / 58 / 8.44
muxes: 13 / 13 / 2.16
adders and majority gates: 132 / 132 / 29.2
buffers and inverters: 96 / 137 / 6.48
AOI/OAI and AO/OA: 210 / 210 / 23.2
and+or+nand+nor: 192 / 192 / 16.4
DFF: 34 / 34 / 14.1
-- cell usage after synthesis, types with 6 or more instances --
library cell,number,share of area [%]
inv_1,79,4.9
o21ai_1,8,0.67
clkbuf_1,7,0.44
edfxtp_1,17,8.5
nor3_1,26,2.2
a21o_1,15,1.9
xor2_1,16,2.3
nor2b_1,10,1.0
a22oi_1,8,1.0
mux2i_1,13,2.2
o21ai_0,43,3.6
nand3_1,8,0.67
nand2_1,37,2.3
nor2_1,57,3.6
or2_2,8,0.83
nand4_1,7,0.73
fa_1,14,4.7
o22ai_1,6,0.62
ha_1,118,25
o21bai_1,10,1.2
a21oi_1,53,4.4
xnor2_1,42,6.1
o221ai_1,7,1.0
dfxtp_1,17,5.7
and3_1,8,0.83
or3_1,7,0.73
-- state kept, by name (all words and copies together), names as in the netlist --
name	flops
offset_y	8
offset_x	8
pstate	9
crit	9
-- through the flow --
| stage | cells | power (mW) | hold slack (ps) | worst slack (ps) | cell area [um^2] |
|---|---|---|---|---|---|
| after floorplan | 735 | 0.668 | 483 | 2030 | 6020 |
| after global placement | 911 | 0.847 | 492 | 709 | 6590 |
| after detailed placement | 911 | 0.853 | 506 | 671 | 6590 |
| after CTS | 919 | 1.13 | 516 | 675 | 6750 |
| after global routing | 919 | 1.22 | 536 | 393 | 6750 |
| final | 919 | 1.13 | 511 | 686 | 6750 |
-- power by group through the flow --
stage	Combinational, mW	Clock, mW	Sequential (mW)
4_1_cts	0.566	0.278	0.290
5_1_grt	0.637	0.287	0.293
6_report	0.565	0.274	0.291
-- routing by layer --
metal / track usage, % / part of all wire (%) / up-vias
li1: - / - / 2725
met1: 45.3 / 46 / 2551
met2: 43.9 / 42 / 213
met3: 5.98 / 7.8 / 32
met4: 9.73 / 3.5 / 0
met5: 0 / 0 / -
-- final cells by class --
cell class / count / area [um^2] / area share (%)
clock buffer: 6 / 150 / 2.22
sequential: 34 / 851 / 12.6
timing repair buffer: 49 / 475 / 7.04
tap: 143 / 179 / 2.65
multi-input combinational: 605 / 4780 / 70.8
clock inverter: 2 / 13.8 / 0.204
inverter: 80 / 300 / 4.45
-- worst max-delay path by stage --
| stage | startpoint | endpoint | slack (ps) | cells after the start |
|---|---|---|---|---|
| finish | centre_x[1] | vga_plot | 690 | 11 |
| global route | centre_x[1] | vga_plot | 390 | 11 |
| CTS | centre_y[1] | vga_plot | 670 | 11 |
Power figures rest on the tool's default switching activity, not on a simulated workload.
